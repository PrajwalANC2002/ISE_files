--- flow/design.v ---
`timescale 1ns / 1ps
module escalator_using_shift_register(clk,rst_n,requested_floor,required_floor);
input [3:0] requested_floor;
input clk,rst_n;
output [3:0]required_floor;
reg [3:0] current_floor;
reg [25:0] count; 
always@(posedge clk or negedge rst_n)
begin
if(~rst_n)count<=26'd0;
else count<=count+1'b1;
end
always@(negedge count[25] or negedge rst_n )  
begin
if(~rst_n)current_floor <= 4'b0001;
else if(requested_floor == current_floor || requested_floor == 4'b0000)current_floor <= current_floor;
else if(requested_floor > current_floor)current_floor <= current_floor << 1;
else if(requested_floor < current_floor)current_floor <= current_floor >> 1;
end
assign required_floor = current_floor;
endmodule
--- flow/run.sh ---
#!/bin/bash
# OpenROAD 26Q1-2900-gdf79404cd8, Yosys 0.63+post, stock flow scripts
make -C /OpenROAD-flow-scripts/flow DESIGN_CONFIG=/design/flow/config.mk WORK_HOME=/design/flow/orfs finish
--- flow/config.mk ---
export PLATFORM = sky130hd
export DESIGN_NAME = escalator_using_shift_register
export DESIGN_NICKNAME = escalator_using_shift_register
export VERILOG_FILES = /design/flow/design.v
export SDC_FILE = /design/flow/constraint.sdc
export NUM_CORES = 4
export LEC_CHECK = 1
export CORE_UTILIZATION = 30
--- flow/constraint.sdc ---
current_design escalator_using_shift_register

set clk_period 4.6
set clk_io_pct 0.2

create_clock -name clk0 -period $clk_period [get_ports {clk}]

set non_clock_inputs [all_inputs -no_clocks]
set_input_delay [expr $clk_period * $clk_io_pct] -clock clk0 $non_clock_inputs
set_output_delay [expr $clk_period * $clk_io_pct] -clock clk0 [all_outputs]
==> results_tabular.tex <==
% Generated from flow reports
\begin{tabular}{lr}
\hline
Metric & Value \\
\hline
\multicolumn{2}{l}{\textbf{Status}} \\
Result of the run & finished, final reports clean \\
\multicolumn{2}{l}{\textbf{Floorplanning}} \\
Number of core rows & 25 \\
Horizontal die dimension & 72.3 um \\
Ports & 10 \\
Vertical die size & roughly 72 um \\
Effective utilization at floorplan & approximately 31\% \\
Total die size & 5230 um2 \\
Core Box Area & 4750 um2 \\
\multicolumn{2}{l}{\textbf{Final timing}} \\
Max Clock Skew & roughly 0.006 ns \\
Slew Limit Headroom & 60.0\% \\
Accumulated negative setup slack & 0 ns \\
Hold Worst Slack & 0.481 ns \\
Number of max-slew violations in the final report & 0 \\
Fmax & between 600 and 700 MHz \\
Setup repair after global routing missed its margin & no \\
Final min period & 1.53 ns \\
Register pins left without a clock & 4 \\
Number of hold violations in the final report & 0 \\
Post-route clock period utilization & 33.3\% \\
Final number of setup-violating endpoints & 0 \\
Transition time at the pin with the least slew margin & 0.593 ns \\
Endpoints left unconstrained & 8 \\
\multicolumn{2}{l}{\textbf{CTS}} \\
Buffer depth of the longest clock path & 2 \\
Post-CTS Hold Buffers & 0 \\
Number of CTS-inserted buffers & 3 \\
Clock-pin slew on the worst setup and hold paths & 0.09 ns \\
H-tree levels & 1 \\
Post\_cts resized & 0 \\
Clock latency on the worst-skew pair & 0.26 ns \\
Post-CTS setup-driven buffer insertion count & 0 \\
TritonCTS clock tree & done \\
Clock Root Buffer & clkbuf\_8 \\
\multicolumn{2}{l}{\textbf{Detailed routing}} \\
Iteration tally of the first detailed-router pass & 4 \\
Post-DR vias/cell & 4.41 \\
Via Count & around 920 \\
Final routed DRC violation total & 0 \\
Violation tally from detailed-route iteration zero & 24 \\
Diode insertion count for antenna repair & 0 \\
Remaining antenna violation count after routing & 0 \\
Detail-routed net length per standard cell & 10.5 um \\
Detailed Route WL & $\sim$2.2 mm \\
\multicolumn{2}{l}{\textbf{GRT}} \\
M1 GR Usage & 16.0\% \\
Met3 capacity usage during global routing & under 10\% \\
Most used routing layer & met2 \\
Total global-route track usage & around 10\% \\
Maximum number of pins on one net before global-route repair & 31 \\
Wire length of the first global-routing pass & 4.31 mm \\
Met2 track demand over resource in global routing & 16.4\% \\
Vias in the first global route & between 1000 and 1500 \\
GRT Residual Overflow & 0 \\
Initial antenna violation count & 0 \\
\multicolumn{2}{l}{\textbf{Cells and area}} \\
Area growth syn-to-layout & 17.0\% \\
Share of layout cells above drive strength 1 & 12.1\% \\
Non-Filler Cell Area, Final & 1740 um2 \\
Non-Filler Instances & 208 \\
\multicolumn{2}{l}{\textbf{Synthesis}} \\
Fraction of synthesized cell area in xor and xnor cells & 14.2\% \\
Synth Seq Share & 50.7\% \\
Top logic family & simple AND/OR/NAND/NOR gates \\
Number of warnings issued by yosys & 1 \\
Post-Syn Area & 1480 um2 \\
Flops after synth & 30 \\
Mux cell area share & 0.675\% \\
Post-synth EDFFs & 0 \\
Dominant synthesized flop cell & dfrtp\_1 \\
Fraction of the mapped netlist area in adder cells & 4.22\% \\
Mapped Avg Cell Area & 11.7 um2 \\
Cell variety after synth & 30 \\
Share of synthesized cell area in and-or and or-and compound cells & 4.81\% \\
Area fraction in and, or, nand and nor cells & 23.4\% \\
Proportion of register bits with asynchronous set or reset after synthesis & 100\% \\
Ys cells & 127 \\
Chip area estimate from yosys synthesis & about 1500 um2 \\
Number of cells produced by synthesis & 127 \\
\multicolumn{2}{l}{\textbf{Setup path}} \\
Ordered cell list for the critical path & ha\_1 -> nand3\_1 -> nor3\_4 -> and3\_1 -> xor2\_1 \\
Biggest cell delay along the critical path & $\sim$0.42 ns \\
Endpoint of the lowest-slack register-to-register path & count[12] \\
Crit. Startpoint & count[0] \\
Type of element capturing the critical path & flop \\
Critical Path Start Type & flop \\
Crit path max-delay cell type & dfrtp\_1 \\
Source of the worst register-to-register timing path & count[0] \\
Signal arrival time at the worst endpoint & 1.73 ns \\
Required time at the worst-slack endpoint & 4.79 ns \\
Startpoint-to-endpoint class of the critical path & flop to flop \\
Depth of the most critical reg-to-reg path & 5 \\
Minimum setup slack among reg-to-reg paths & 3.07 ns \\
Critical path peak fanout & 5 \\
\multicolumn{2}{l}{\textbf{Placed design}} \\
Instance count after placement with tap cells included & 204 \\
Detailed Place HPWL & between 1.5 and 2 mm \\
Global placement routability congestion & between 0.8 and 0.9 \\
Area post-placement & roughly 1700 um2 \\
Port bufs & 9 \\
\multicolumn{2}{l}{\textbf{Pwr}} \\
Post-layout power & approximately 0.43 mW \\
Static leakage power & 0.793 nW \\
Pwr/cell area & 248 nW/um2 \\
Cell internal power dissipation & roughly 0.35 mW \\
Clk network pwr share & 42.5\% \\
Combinational cell fraction of total power & under 10\% \\
Sw power & 0.0773 mW \\
Largest voltage drop on the vdd net & 0.000130 V \\
Switching Share & 18.0\% \\
Register share of total power & approximately 53\% \\
\multicolumn{2}{l}{\textbf{Min path}} \\
Destination of the worst hold path & count[23] \\
Min-delay src & count[23] \\
Hold Path Stages & 1 \\
Classification of the worst-slack hold path & flop to flop \\
\multicolumn{2}{l}{\textbf{Run}} \\
Number of OpenROAD warnings & 25 \\
Reported max-cap violation count & 0 \\
\hline
\end{tabular}
==> Yosys cell counts (2+ instances only) <==
cell type,instances,area (um2)
dfrtp_1,26,651
xnor2_1,19,166
nand3_1,11,55.1
inv_1,8,30.0
nand2_1,8,30.0
and3_1,5,31.3
ha_1,5,62.6
nand4_1,5,31.3
xor2_1,5,43.8
nor2_1,4,15.0
o21ai_0,4,20.0
dfrtn_1,3,75.1
nand3_4,3,52.6
a31oi_1,2,12.5
nor3_4,2,32.5
nor4_4,2,42.5
or2_2,2,12.5
==> through the flow <==
step	setup WS [ns]	utilization, %
6_report	3.07	36.5
5_1_grt	2.89	36.5
4_1_cts	3.04	36.5
3_5_place_dp	2.99	35.0
3_3_place_gp	3.01	35.0
2_1_floorplan	3.26	-
==> power by group through the flow <==
stage	Clock, mW	Sequential (mW)	Combinational, mW
CTS	0.189	0.229	0.0192
global route	0.198	0.229	0.0217
finish	0.183	0.229	0.0186
==> worst max-delay path by stage <==
stage / end / slack [ns]
final: count[12] / 3.07
after global routing: count[12] / 2.89
after CTS: count[12] / 3.04
==> cell usage in the layout, fill, tap and decap left out, drive strengths merged <==
| master | count |
|---|---|
| xnor2 | 19 |
| nor2b | 1 |
| ha | 5 |
| nor2 | 4 |
| clkbuf | 3 |
| a21o | 1 |
| o21ai | 4 |
| o211ai | 1 |
| bufinv | 1 |
| xor2 | 5 |
| nand3 | 15 |
| buf | 1 |
| dfrtn | 3 |
| inv | 8 |
| and2 | 1 |
| nand4 | 5 |
| and3 | 6 |
| a31oi | 2 |
| a41oi | 1 |
| nor4 | 3 |
| and4 | 1 |
| mux2i | 1 |
| clkdlybuf4s50 | 9 |
| dfstp | 1 |
| nor3 | 2 |
| nand2 | 8 |
| o211a | 1 |
| dfrtp | 26 |
| a21oi | 1 |
| or2 | 2 |
==> cell families after synthesis <==
group / count (synthesis)
muxes: 1
adders and majority gates: 5
AOI/OAI and AO/OA: 11
xor gates and xnor gates: 24
and+or+nand+nor: 48
buffers and inverters: 8
DFF: 30
==> flip-flops by register name, indices dropped and copies added, names as in the netlist <==
signal,cells
count,26
current_floor,4
==> critical path: cells and delay by family (launching register included) <==
family / cells / cell delay, ns
xor+xnor: 1 / 0.15
fa+ha+maj: 1 / 0.25
flops: 1 / 0.42
simple gates: 3 / 0.65
==> layout make-up <==
class / count / area (um2)
Clock buffer: 3 / 41.3
Clock inverter: 1 / 30.0
Inverter: 8 / 30.0
Fill cell: 474 / 3020
Tap cell: 67 / 83.8
Multi-Input combinational cell: 89 / 702
Sequential cell: 30 / 752
Timing Repair Buffer: 10 / 97.6
==> metal layers <==
layer / part of all wire, % / up-vias
met3: 3.2 / 0
met5: 0 / -
met2: 45 / 12
met4: 0 / 0
li1: - / 469
met1: 52 / 436
Power and IR drop assume default switching activity.
